--- design/flow/design.v ---
`timescale 1ns / 1ps
module demo_shift_reg(
	input					clk,
	input                   rst_n,
	input 					enable,
	input 			[15:0]	input_data,
	output	reg		[415:0]	result
    );
reg                         state;
reg                         next_state;
reg  				[15:0]	reg_datain;
always@(posedge clk or negedge rst_n)
begin
	if(rst_n == 1'b0)	begin
		state 				<=	1'b0;
	end
	else begin
		state 				<=	next_state;
	end
end
always@(*)
begin
	next_state 				=	state;
	if(enable)	begin
		next_state			=	1'b1;
	end
	else begin
		next_state 			=	1'b0;
	end
end
always@(posedge clk or negedge rst_n)
begin
	if(!rst_n)	begin
		result				<=	0;
		reg_datain 			<=	16'h0000;
	end
	else begin
		case(state)
		1'b0 	:begin
					result 		<=	result;
					reg_datain	<= 	input_data;
				end
		1'b1 	:begin
					result 		<=	{result[399:0],reg_datain};
					reg_datain	<= 	input_data;
				end
		endcase
	end
end
endmodule
--- design/flow/run.sh ---
#!/bin/bash
# OpenROAD 26Q1-2900-gdf79404cd8, Yosys 0.63+post, stock flow scripts
make -C /OpenROAD-flow-scripts/flow DESIGN_CONFIG=/design/flow/config.mk WORK_HOME=/design/flow/orfs finish
--- design/flow/config.mk ---
export PLATFORM = sky130hd
export DESIGN_NAME = demo_shift_reg
export DESIGN_NICKNAME = demo_shift_reg
export VERILOG_FILES = /design/flow/design.v
export SDC_FILE = /design/flow/constraint.sdc
export NUM_CORES = 4
export LEC_CHECK = 1
export CORE_UTILIZATION = 40
--- design/flow/constraint.sdc ---
current_design demo_shift_reg

set clk_period 20.0
set clk_io_pct 0.2

create_clock -name clk0 -period $clk_period [get_ports {clk}]

set non_clock_inputs [all_inputs -no_clocks]
set_input_delay [expr $clk_period * $clk_io_pct] -clock clk0 $non_clock_inputs
set_output_delay [expr $clk_period * $clk_io_pct] -clock clk0 [all_outputs]
==> flow_metrics.py <==
# Physical implementation metrics
metrics = {
    "outcome": {
        "status": "complete, no violations",
    },
    "yosys": {
        "syn_inst": 895,
        "syn_area_per_cell_um2": 17.8,
        "synth_seq_share": 0.681,
        "netlist_area_um2": 15900,
        "yosys_cells": 895,
        "synth-seq-cells": 433,
        "synthDistinctLibCells": 5,
        "yosysChipArea_um2": 15900,
        "yosysWarnings": 1,
    },
    "worst_setup_path": {
        "cp.buffers_inverters": 4,
        "reg2reg_slack_ns": 16.38,
        "rr_endpoint": "result[395]",
        "r2r-start": "state",
        "critPathRequiredTime_ns": 20.67,
        "reg2reg_depth": 4,
        "start_kind": "primary input",
        "path_depth": 4,
        "critPathMaxStageDelay_ns": 0.72,
        "path_class": "in2async",
        "crit_path_frequent_cell": "buf_4",
        "cp_cell_sequence": "buf_8 > buf_4 > buf_4 > buf_4",
        "cp_slowest_cell": "buf_4",
        "crit_family": "buffers and inverters",
        "crit_start": "rst_n",
        "crit_path_end": "result[44]",
        "end_kind": "asynchronous set/reset pin",
        "crit_fanout": 78,
        "worstPathArrival_ns": 6.44,
    },
    "sta": {
        "finalSetupViolCount": 0,
        "fmaxAchievable_mhz": 173,
        "fin_skew_ns": 0.0266,
        "rsz0062_at_grt": "no",
        "maxSlewViolCount": 0,
        "tightest_slew_ns": 0.770,
        "setup_tns_ns": 0,
        "post-route-min-period_ns": 5.77,
        "slew_headroom": 0.487,
        "min_period_over_period": 0.288,
        "hold_violations": 0,
    },
    "clock_tree": {
        "cts_made_buffers": 47,
        "cts_hold_buf": 0,
        "numClockSinks": 433,
        "clockBufferDepth": 3,
        "clk_latency_ns": 0.58,
        "htreeDepth": 2,
        "cts_root_buf": "clkbuf_16",
        "cts_resized": 0,
        "post-cts-setup-buffers": 0,
        "tritoncts": "done",
        "clk_pin_slew_ns": 0.06,
    },
    "drt": {
        "ant_nets": 0,
        "firstDrtPassIters": 4,
        "drt-total-wl_mm": 39.7,
        "wire_per_inst_um": 20.9,
        "vias": 9155,
        "diodes": 0,
        "viasPerCell": 4.82,
        "drt_iter0_drc": 309,
        "drcViolationCount": 0,
    },
    "min_path": {
        "hp-class": "reg2reg",
    },
    "floorplanning": {
        "die_y_um": 201,
        "fp_util": 0.409,
        "die-area_um2": 40600,
        "io_pins": 435,
        "die_w_um": 201,
        "rows": 72,
        "coreArea_um2": 38900,
    },
    "grt": {
        "grt.total_usage": 0.207,
        "grt_max_degree": 133,
        "grt_first_pass_wirelength_mm": 61.0,
        "antenna_found_initial": 0,
        "overflow": 0,
        "grt_pass1_vias": 9691,
    },
    "finish": {
        "syn_to_final_growth_pct": 39.4,
        "stdcell_count": 1900,
        "drive_gt1_frac": 0.336,
        "fillers": 3137,
    },
    "placed_design": {
        "portBuffers": 434,
        "dp_hpwl_mm": 27.7,
        "place_inst": 1812,
        "finalWeightedCongestion": 0.838,
    },
    "job": {
        "cap_violations": 0,
        "warning_count": 29,
    },
    "power_and_ir_drop": {
        "fin_total_pwr_mw": 3.47,
        "power.density_nw_per_um2": 157,
        "ir_worst_vdd_mv": 0.112,
        "leakagePower_nw": 9.54,
    },
}
-- kinds of logic after synthesis --
logic type / after synthesis / synth area share
buffers and inverters: 46 / 0.0251
DFF: 433 / 0.681
muxes: 416 / 0.294
-- how the worst min path moves through the flow --
stage	startpoint	end	slack [ns]	cells past startpoint
4_1_cts	reg_datain[14]	result[14]	0.47	1
5_1_grt	reg_datain[13]	result[13]	0.49	1
6_report	reg_datain[14]	result[14]	0.47	1
-- metrics by stage --
stage	utilization	worst slack (ns)	hold WS [ns]	cell area, um^2
finish	0.570	14.23	0.471	22200
floorplan	-	15.66	0.452	15900
global placement	0.530	13.55	0.456	20600
global route	0.570	13.85	0.493	22200
CTS	0.570	14.15	0.473	22200
detailed placement	0.530	13.53	0.461	20600
-- layout make-up --
type | count | area [um^2] | share of cell area
repair buffers | 445 | 4460 | 0.201
well taps | 518 | 648 | 0.0292
clock buffers | 74 | 1430 | 0.0643
clock inverters | 14 | 135 | 0.00609
multi-input cells | 416 | 4680 | 0.211
flip-flops and latches | 433 | 10800 | 0.488
-- cells in the mapped netlist --
| cell | count | area (um^2) |
|---|---|---|
| dfrtp_1 | 433 | 10800 |
| mux2_2 | 376 | 4230 |
| mux2_1 | 40 | 450 |
| buf_6 | 27 | 304 |
| buf_2 | 19 | 95.1 |
-- flip-flops by register name (all words and copies together) (netlist names) --
name / cells
reg_datain: 16
result: 416
state: 1
-- power breakdown --
part,internal (mW),switching [mW]
Combinational,0.835,0.233
Clock,0.516,0.346
Sequential,1.24,0.305
-- layout by cell type (no fill, tap or decap), drive strengths merged --
cell             n
bufinv           2
clkbuf          74
dfrtp          433
inv              4
clkinv           8
buf             12
mux2           416
clkdlybuf4s50  433
-- layer usage --
metal  routed length, um  share of wire  up-vias  GRT usage
met1               16300           0.41     4728      0.299
li1                    -              -     4086          -
met4                 712          0.018        0     0.0341
met3                4040           0.10       50     0.0885
met2               18700           0.47      291      0.311
met5                   0              0        -          0
Power and IR drop assume default switching activity.
